$ cat /design/flow/config.mk
export PLATFORM = sky130hd
export DESIGN_NAME = alu
export DESIGN_NICKNAME = alu
export VERILOG_FILES = /design/flow/design.v
export SDC_FILE = /design/flow/constraint.sdc
export NUM_CORES = 4
export LEC_CHECK = 1
export CORE_UTILIZATION = 50
$ cat /design/flow/design.v
`timescale 1ns / 1ps
module alu(
    input clk,
    input [3:0] ALUCtrl,
    input [31:0] SrcA,
    input [31:0] SrcB,
    input [4:0] Shmat,
    output [31:0] ALURes,
    output Zero,
    output Overflow
    );
    wire signed [31:0] SrcASgn, SrcBSgn;
    reg [32:0] Result;
    assign SrcASgn = SrcA;
    assign SrcBSgn = SrcB;
    always @(posedge clk)
    begin
        case(ALUCtrl)
            4'b0000: 
                Result <= SrcA&SrcB;
            4'b0001: 
                Result <= SrcA|SrcB;
            4'b0010: 
                Result <= SrcASgn+SrcBSgn;
            4'b0011: 
                Result <= SrcA+SrcB;
            4'b0100: 
                Result <= SrcASgn-SrcBSgn;
            4'b0101: 
                Result <= SrcA-SrcB;
            4'b0110: 
                Result <= (SrcASgn<SrcBSgn)?1:0;
            4'b0111: 
                Result <= (SrcA<SrcB)?1:0;
            4'b1000: 
                Result <= SrcB<<Shmat;
            4'b1001: 
                Result <= SrcB>>Shmat;
            4'b1010: 
                Result <= SrcB<<SrcA[4:0];
            4'b1011: 
                Result <= SrcB>>SrcA[4:0];
            4'b1100: 
                Result <= {SrcB[15:0], 16'b0};
            4'b1110: 
                Result <= SrcA^SrcB;
            4'b1111: 
                Result <= ~(SrcA|SrcB);
            default:
                Result = 0;
        endcase
    end
    assign ALURes = Result[31:0];
    assign Zero = Result==0?1:0;
    assign Overflow = Result[32];
endmodule
$ cat /design/flow/run.sh
#!/bin/bash
# OpenROAD 26Q1-2900-gdf79404cd8, Yosys 0.63+post, stock flow scripts
make -C /OpenROAD-flow-scripts/flow DESIGN_CONFIG=/design/flow/config.mk WORK_HOME=/design/flow/orfs finish
$ cat /design/flow/constraint.sdc
current_design alu

set clk_period 13.0
set clk_io_pct 0.2

create_clock -name clk0 -period $clk_period [get_ports {clk}]

set non_clock_inputs [all_inputs -no_clocks]
set_input_delay [expr $clk_period * $clk_io_pct] -clock clk0 $non_clock_inputs
set_output_delay [expr $clk_period * $clk_io_pct] -clock clk0 [all_outputs]
==> impl_metrics.csv <==
group,metric,value,unit
synthesis,ys_cells,1731,
synthesis,yosysWarnings,1,
place,io_buffers,107,
synthesis,yosysChipArea,0.0121,mm2
global_route,grt_pass1_wl,87700,um
sta,layout_worst_path_cycle_share,61.4,%
layout,most-common-layout-cells,"nand2_1 (188), a21oi_1 (135), ha_1 (128)",
floorplanning,rows,56,
sta,tightest_slew,0.992,ns
clock_tree,postCtsSetupBuffers,0,
pwr,finalPower,939,uW
layout,finalNonFillerCells,2082,
sta,rsz0062_at_grt,"no",
detailed_routing,wl_met3,9590,um
global_route,grt.overflow.total,0,
sta,finalHoldViolations,0,
sta,fmax,0.125,GHz
sta,setup_viol,0,
detailed_routing,wirelength,59600,um
pwr,power.density,69.2,mW/mm2
critical_path,required,13.17,ns
layout,fill_cells,2260,
global_route,grt_max_degree,49,
synthesis,syn-cell-area,0.0121,mm2
detailed_routing,dr.pass1.iters,10,
layout,regArea,661,um2
flow_run,warnings,90,
synthesis,synth.area.top_cells,"ha_1 (13%), mux2i_1 (7.8%), nand2_1 (5.8%), a21oi_1 (5.7%), dfxtp_1 (5.5%)",
clock_tree,cts_tree,"built",
layout,syn2layout_area_growth,12.2,%
synthesis,syn_avg_cell_area,6.99,um2
critical_path,slowest_stage,"clkdlybuf4s50_1",
synthesis,syn_inst,1731,
critical_path,critPathLaunchType,"primary input",
critical_path,crit_path_max_incr_delay,0.71,ns
critical_path,cpMostUsedCell,"nor2b_1",
critical_path,crit_fanout,17,
clock_tree,cts-root-buf,"clkbuf_16",
status,status,"completed",
synthesis,ys_seq_share,5.46,%
sta,tns,0,ns
clock_tree,cts-resized-gates,0,
place,placed_area,0.0134,mm2
clock_tree,clockBufferDepth,2,
detailed_routing,antenna_left,0,
layout,regMostFlops,"Result",
floorplanning,die_area,0.0248,mm2
critical_path,cp.arrival,8.16,ns
sta,drv_slew,0,
layout,top_regs,"Result x33",
layout,lay_top_count,"nand2_1",
sta,fin_crit,7.99,ns
synthesis,ys_types,84,
critical_path,worstSetupEndpointType,"flop",
min_path,hold_class,"primary input to flop",
global_route,grt_pass1_vias,13400,
critical_path,path_class,"primary input to flop",
clock_tree,path_clk_slew,0.07,ns
detailed_routing,via_per_inst,7.13,
place,place_inst,2071,
synthesis,edf_count,0,
floorplanning,die.size.y,158,um
floorplanning,fp_util,51.3,%
layout,drive_gt1_share,7.61,%
floorplanning,coreArea,0.0236,mm2
synthesis,yosys.area.top_type_share,13.2,%
synthesis,synth_flops,33,
layout,comb_area,0.0106,mm2
clock_tree,clock-sinks,33,
global_route,track_usage,49.3,%
detailed_routing,vias,14800,
sta,slew_headroom,32.0,%
floorplanning,ios,108,
place,gp_congestion,1.18,
detailed_routing,wl_met2,22600,um
layout,largest_register_ffs,33,
synthesis,ys_async_sr_fraction,0,%
place,hpwl,46200,um
clock_tree,htree_levels,2,
flow_run,drv_cap,0,
floorplanning,fp.dieW,158,um
detailed_routing,highest-signal-layer,"met5",
detailed_routing,drc,0,
sta,hold_ws,3.34,ns
synthesis,top_area_cell,"ha_1",
detailed_routing,wl_per_cell,28.6,um
detailed_routing,m1WireLength,23900,um
pwr,vdd_drop_max,56.2,uV
clock_tree,cts_hold_buf,0,
pwr,p_leak,0.00572,uW
synthesis,synth-main-ff-cell,"dfxtp_1",
layout,finish.instance_area,0.0136,mm2
clock_tree,cts_made_buffers,5,
critical_path,cp_cell_sequence,"clkdlybuf4s50_1 -> nor2b_1 -> nand2_1 -> o21ai_0 -> fa_1 -> nor2b_1 -> o31ai_1 -> a211oi_1 -> o41ai_2 -> o21ai_1 -> a31o_2 -> a221o_1 -> mux2i_1 -> nand4_1",
detailed_routing,drt_iter0_markers,2187,
global_route,grt_antenna_before_repair,2,
layer usage:
metal | track usage (%) | vias up
li1 | - | 6576
met1 | 69.6 | 6820
met2 | 65.6 | 1242
met3 | 19.0 | 207
met4 | 22.4 | 2
met5 | 2.48 | -
worst max-delay path: cells and delay by family:
family / cells / cell delay [ns]
fa+ha+maj: 1 / 0.29
buf+inv: 1 / 0.71
simple gates: 4 / 1.32
compound gates: 7 / 3.04
mux: 1 / 0.18
where the power goes:
group / internal [uW] / switching (uW) / total, uW
combinational: 261 / 412 / 673
sequential: 121 / 14.3 / 136
clock: 70.7 / 60.1 / 131
kinds of logic (layout without fill, tap and decap cells):
family	count (synthesis)	after routing	share of synthesized area, %
AOI/OAI and AO/OA	595	595	33.6
and+or+nand+nor	533	533	20.8
buffers and inverters	237	266	7.88
muxes	135	135	13.8
adders and majority gates	131	131	13.7
xor gates and xnor gates	67	67	4.85
DFF	33	33	5.46
other	0	3	0
synth_stat cells, types with 18 or more instances:
master	n
nand3_1	56
clkbuf_1	97
nand4_1	19
nand2_1	188
o211ai_1	45
ha_1	128
a21oi_1	137
dfxtp_1	33
mux4_2	23
nor2b_1	18
a211oi_1	24
a221oi_1	31
a31oi_1	22
a21o_1	36
nor4_1	23
nor3_1	35
and3_1	18
xnor2_1	56
o21ai_0	93
mux2i_1	94
inv_1	103
nor2_1	120
a221o_1	18
final timing paths:
check                      start                  to  slack [ns]  cells past startpoint
worst max-delay path  ALUCtrl[2]  Result[32]$_DFF_P_        5.01                     14
worst min-delay path     SrcA[6]   Result[6]$_DFF_P_        3.34                      7
area by class of cell:
class                           instances  share of cell area, %
Multi-Input combinational cell       1461                   77.7
Timing Repair Buffer                  154                   10.5
Sequential cell                        33                   4.86
Tap cell                              319                   2.94
Inverter                              104                   2.87
Clock buffer                            5                  0.921
Clock inverter                          3                  0.129
Antenna cell                            3                 0.0553
metrics by stage:
step | util [%] | worst slack, ns
2_1_floorplan | - | 6.52
3_3_place_gp | 56.9 | 5.02
3_5_place_dp | 56.9 | 4.91
4_1_cts | 57.5 | 5.29
5_1_grt | 57.5 | 4.88
6_report | 57.5 | 5.01
Power is estimated from default activity; no workload was simulated.
