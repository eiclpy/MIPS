==> flow/design.v <==
`timescale 1ns / 1ps
module mainctrl(
    input [5:0] Op,
    input [5:0] Func,
    output [1:0] BHW,
    output MemSgn,
    output [3:0] ALUCtrl,
    output [2:0] MDUCtrl,
    output JR,
    output Sgn,
    output Ne,
    output [1:0] RegDst,
    output ALUSrc,
    output [1:0] Mem2Reg,
    output RegWr,
    output MemWr,
    output B,
    output J
    );
    reg [21:0] out;
    assign BHW=out[21:20];
    assign MemSgn=out[19];
    assign MDUCtrl=out[18:16];
    assign JR=out[15];
    assign Sgn=out[14];
    assign Ne=out[13];
    assign RegDst=out[12:11];
    assign ALUSrc=out[10];
    assign Mem2Reg=out[9:8];
    assign RegWr=out[7];
    assign MemWr=out[6];
    assign B=out[5];
    assign J=out[4];
    assign ALUCtrl=out[3:0];
    always @(Op or Func)
        casex ({Op,Func})
            12'b000000_000000:out=22'bxxx_1x0_xxx_010001000_1000; 
            12'b000000_000010:out=22'bxxx_1x0_xxx_010001000_1001; 
            12'b000000_000100:out=22'bxxx_1x0_xxx_010001000_1010; 
            12'b000000_000110:out=22'bxxx_1x0_xxx_010001000_1011; 
            12'b000000_001000:out=22'bxxx_1x0_1xx_xxxxx00x1_xxxx; 
            12'b000000_010000:out=22'bxxx_100_xxx_01x101000_xxxx; 
            12'b000000_010001:out=22'bxxx_101_xxx_xxxxx0000_xxxx; 
            12'b000000_010010:out=22'bxxx_110_xxx_01x101000_xxxx; 
            12'b000000_010011:out=22'bxxx_111_xxx_xxxxx0000_xxxx; 
            12'b000000_011000:out=22'bxxx_000_xxx_xx0xx0000_xxxx; 
            12'b000000_011001:out=22'bxxx_001_xxx_xx0xx0000_xxxx; 
            12'b000000_011010:out=22'bxxx_010_xxx_xx0xx0000_xxxx; 
            12'b000000_011011:out=22'bxxx_011_xxx_xx0xx0000_xxxx; 
            12'b000000_100000:out=22'bxxx_1x0_xxx_010001000_0010; 
            12'b000000_100001:out=22'bxxx_1x0_xxx_010001000_0011; 
            12'b000000_100010:out=22'bxxx_1x0_xxx_010001000_0100; 
            12'b000000_100011:out=22'bxxx_1x0_xxx_010001000_0101; 
            12'b000000_100100:out=22'bxxx_1x0_xxx_010001000_0000; 
            12'b000000_100101:out=22'bxxx_1x0_xxx_010001000_0001; 
            12'b000000_100110:out=22'bxxx_1x0_xxx_010001000_1110; 
            12'b000000_100111:out=22'bxxx_1x0_xxx_010001000_1111; 
            12'b000000_101010:out=22'bxxx_1x0_xxx_010001000_0110; 
            12'b000000_101011:out=22'bxxx_1x0_xxx_010001000_0111; 
            12'b000010_xxxxxx:out=22'bxxx_1x0_0xx_xxxxx00x1_xxxx; 
            12'b000011_xxxxxx:out=22'bxxx_1x0_0xx_1101110x1_0001; 
            12'b000100_xxxxxx:out=22'bxxx_1x0_xx0_xx0xx0010_0110; 
            12'b000101_xxxxxx:out=22'bxxx_1x0_xx1_xx0xx0010_0110; 
            12'b001000_xxxxxx:out=22'bxxx_1x0_x1x_001001000_0010; 
            12'b001001_xxxxxx:out=22'bxxx_1x0_x0x_001001000_0010; 
            12'b001010_xxxxxx:out=22'bxxx_1x0_x1x_001001000_0111; 
            12'b001011_xxxxxx:out=22'bxxx_1x0_x0x_001001000_0111; 
            12'b001100_xxxxxx:out=22'bxxx_1x0_x0x_001001000_0000; 
            12'b001101_xxxxxx:out=22'bxxx_1x0_x0x_001001000_0001; 
            12'b001110_xxxxxx:out=22'bxxx_1x0_x0x_001001000_0001; 
            12'b001111_xxxxxx:out=22'bxxx_1x0_x0x_001001000_1100; 
            12'b100000_xxxxxx:out=22'b001_1x0_x1x_001011000_0010; 
            12'b100001_xxxxxx:out=22'b011_1x0_x1x_001011000_0010; 
            12'b100011_xxxxxx:out=22'b111_1x0_x1x_001011000_0010; 
            12'b100100_xxxxxx:out=22'b000_1x0_x1x_001011000_0010; 
            12'b100101_xxxxxx:out=22'b010_1x0_x1x_001011000_0010; 
            12'b101000_xxxxxx:out=22'b00x_1x0_x1x_xx1xx0100_0010; 
            12'b101001_xxxxxx:out=22'b01x_1x0_x1x_xx1xx0100_0010; 
            12'b101011_xxxxxx:out=22'b11x_1x0_x1x_xx1xx0100_0010; 
            default:          out=22'bxxx_1x0_xxx_xxxxx0000_0000;
        endcase
endmodule
==> flow/run.sh <==
#!/bin/bash
# OpenROAD 26Q1-2900-gdf79404cd8, Yosys 0.63+post, stock flow scripts
make -C /OpenROAD-flow-scripts/flow DESIGN_CONFIG=/design/flow/config.mk WORK_HOME=/design/flow/orfs finish
==> flow/config.mk <==
export PLATFORM = sky130hd
export DESIGN_NAME = mainctrl
export DESIGN_NICKNAME = mainctrl
export VERILOG_FILES = /design/flow/design.v
export SDC_FILE = /design/flow/constraint.sdc
export NUM_CORES = 4
export LEC_CHECK = 1
export CORE_AREA = 10 10 80 80
export DIE_AREA = 0 0 90 90
==> flow/constraint.sdc <==
current_design mainctrl

set clk_period 4.2
set clk_io_pct 0.2

create_clock -name clk0 -period $clk_period

set non_clock_inputs [all_inputs -no_clocks]
set_input_delay [expr $clk_period * $clk_io_pct] -clock clk0 $non_clock_inputs
set_output_delay [expr $clk_period * $clk_io_pct] -clock clk0 [all_outputs]
==> impl_metrics.ini <==
; yosys + openroad results
[place]
place_congestion = 0.8578
place_hpwl_um = 1873
place_ws_ps = 212.0
place_inst = 185
dpl_cell_area_um2 = 914.6
port_buffers = 34

[final_timing]
slew_headroom = 0.7637
rsz0062_at_grt = false
hold_viol_final = 0
finalSetupViolCount = 0
fmax_mhz = 249.5
finalMaxSlewViolations = 0
hold_ws_ps = 2730
min_period_ps = 4007
tns_ps = 0
period_used_share = 0.9541
tightest_slew_ps = 351.7
setup_slack_ps = 192.6

[setup_path]
worstPathCellList = clkdlybuf4s50_1, or4_1, nor2b_4, and4_1, o21bai_1, clkdlybuf4s50_1
path_class = in -> out
crit_required_ps = 3360
cp-start-kind = primary input
critPathMostFrequentCell = clkdlybuf4s50_1
cpPeakStageDelay_ps = 740
critPathSlowestCell = or4_1
path_buffers = 2
cp_max_fo = 9
critPathArrivalTime_ps = 3170
critPathTopFamily = simple AND/OR/NAND/NOR gates
cp-end-kind = primary output

[grt]
overflow = 0
grt_max_degree = 18
grt_usage = 0.05081
antenna_found_initial = 0
grt_pass1_vias = 653
grt_pass1_wl_um = 3470

[die]
die_h_um = 90
core_area_um2 = 4723
ioPinCount = 34
chipArea_um2 = 8100
rows = 25
initial_core_util = 0.1054
die_x_um = 90

[drt]
drc = 0
ant_nets = 0
routedWlPerCell_um = 12.17
drt_iter0_drc = 58
first_pass_iters = 4
via_count = 746
antenna_cells = 0
vias_per_cell = 4.032
wl_um = 2251

[synthesis]
synth_seq_share = 0
syn_area_um2 = 498.0
ys_area_um2 = 498.0
yosysUniqueCellTypes = 34
ys_cells = 87
avgSynthCellArea_um2 = 5.724
yosys_warnings = 1
synth_cells = 87

[cells_and_area]
fin_cells = 185
drive_gt1_frac = 0.06780
area_growth_pct = 83.67
fin_area_um2 = 914.6
regArea_um2 = 0
clockBufferCount = 0
fillers = 536
flops = 0
comb_area_um2 = 441.7

[worst_hold_path]
hold_depth = 4
hp-class = in -> out
whs_endpoint = MDUCtrl[0]
hp-start = Func[0]

[job]
maxCapViolCount = 0
tool_warnings = 32

[run_status]
status = complete, no violations

[power_and_ir_drop]
ir_worst_vdd_v = 0.00001868
p_leak_uw = 0.0002961
pwr_density_cell_nw_per_um2 = 67.42

[clocking]
hold_buffers = 0
cts_setup_buffers = 0
cts_resized = 0
[per-stage QoR]
stage / utilization / power, uW
floorplan: - / 28.19
global placement: 0.1936 / 62.22
detailed placement: 0.1936 / 61.76
CTS: 0.1936 / 62.05
global route: 0.1936 / 68.51
finish: 0.1936 / 61.66
[how the worst max path moves through the flow]
stage	to	cells after the start	startpoint
after CTS	J	6	Op[5]
after global routing	J	6	Op[5]
final	J	6	Op[5]
[cell type report]
| type | count | area share |
|---|---|---|
| multi-input cells | 76 | 0.4829 |
| repair buffers | 39 | 0.4131 |
| inverters | 3 | 0.01231 |
| well taps | 67 | 0.09166 |
[per-layer routing]
| layer | vias up | GRT usage | share of wire |
|---|---|---|---|
| met1 | 332 | 0.06412 | 0.44 |
| met3 | 0 | 0.02263 | 0.12 |
| met5 | - | 0 | 0 |
| met4 | 0 | 0 | 0 |
| met2 | 28 | 0.08293 | 0.44 |
| li1 | 386 | - | - |
[Yosys cell counts (all sizes together)]
master	instances	area share
o21ai	12	0.12
a21oi	11	0.11
nand2	8	0.060
nor3	8	0.080
nor2	7	0.053
clkbuf	6	0.045
nor2b	4	0.065
inv	3	0.023
and3	2	0.025
buf	2	0.045
nand2b	2	0.025
nor3b	2	0.030
a211o	1	0.018
a211oi	1	0.015
a21boi	1	0.015
a221oi	1	0.018
and2	1	0.013
and3b	1	0.018
and4	1	0.018
mux2i	1	0.020
nand3b	1	0.015
nand4	1	0.013
nor4	1	0.013
nor4b	1	0.018
o211ai	1	0.015
o21bai	1	0.015
o221ai	1	0.018
o2bb2ai	1	0.018
or2	1	0.013
or3	1	0.013
or4	1	0.015
or4b	1	0.020
[power by group]
| part | leakage [uW] | switching (uW) | internal, uW |
|---|---|---|---|
| Sequential | 0 | 0 | 0 |
| Combinational | 0.000296 | 29.0 | 32.7 |
| Clock | 0 | 0 | 0 |
| Total | 0.000296 | 29.0 | 32.7 |
[cells by family after synthesis]
group / Yosys count / synth area share
and+or+nand+nor: 44 / 0.5051
AOI/OAI and AO/OA: 31 / 0.3618
buffers and inverters: 11 / 0.1131
muxes: 1 / 0.02010
[placed cells by master, fill, tap and decap left out, drive strengths merged, types with 2 or more instances in the layout]
cell type	instances
nor2b	4
a21oi	11
nand2b	2
clkdlybuf4s50	34
nor3	8
nor3b	2
inv	3
o21ai	12
nor2	7
buf	5
nand2	8
and3	2
Power figures rest on the tool's default switching activity, not on a simulated workload.
