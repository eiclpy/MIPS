`./run.sh`:
```
#!/bin/bash
# OpenROAD 26Q1-2900-gdf79404cd8, Yosys 0.63+post, stock flow scripts
make -C /OpenROAD-flow-scripts/flow DESIGN_CONFIG=/design/flow/config.mk WORK_HOME=/design/flow/orfs finish
```
`./config.mk`:
```
export PLATFORM = sky130hd
export DESIGN_NAME = regfile
export DESIGN_NICKNAME = regfile
export VERILOG_FILES = /design/flow/design.v
export SDC_FILE = /design/flow/constraint.sdc
export NUM_CORES = 4
export LEC_CHECK = 1
export CORE_UTILIZATION = 40
```
`./constraint.sdc`:
```
current_design regfile

set clk_period 8.7
set clk_io_pct 0.2

create_clock -name clk0 -period $clk_period [get_ports {clk}]

set non_clock_inputs [all_inputs -no_clocks]
set_input_delay [expr $clk_period * $clk_io_pct] -clock clk0 $non_clock_inputs
set_output_delay [expr $clk_period * $clk_io_pct] -clock clk0 [all_outputs]
```
`./design.v`:
```
`timescale 1ns / 1ps
module regfile(
    input clk,
    input rst,
    input [4:0] Rs,
    input [4:0] Rt,
    input [4:0] Rd,
    input WE,
    input [31:0] WD,
    output [31:0] RsData,
    output [31:0] RtData
    );
    reg [31:0] regs[0:31];
    integer i;
    assign RsData = regs[Rs];
    assign RtData = regs[Rt];
    always @(posedge clk or posedge rst)
    begin
        if(rst)
            for(i=0; i<32; i=i+1)
                regs[i] = 0;
        else
            if(WE)
                regs[Rd] = WD;
    end
endmodule
```
==> summary.txt <==
Results of the full flow below.

Power and ir drop:
- The run puts the areal power density over the cells at 230 mW/mm^2.
- The run puts the leakage power figure at 25.6 nW.
- The run gives the total design power as roughly 14 mW.
- The worst-case IR drop observed on VDD is between 0.15 and 0.2 mV.

Synth:
- The run puts the post-synthesis sequential element count at 1,024.
- The run puts the number of enable-type register cells in the synthesized netlist at 0.
- The run gives the gate count of the mapped netlist as 4,376.
- The run puts the xor and xnor fraction of the mapped netlist area at 0.
- After synthesis, the chip area reported by Yosys is 0.0512 mm^2.
- For this design, Yosys synthesis ends with a cell count of 4,376.
- The run puts the aoi/oai-family share of the synthesized area at 0.154.
- Per Yosys stat, the portion of area used by sequential elements is 0.500.
- For reference, the top logic cell family by area is multiplexers.
- The run puts the basic-gate share of the synthesized area counting and, or, nand and nor cells at 0.0775.
- The cell-mix breakdown from Yosys lists the adder-cell area share as 0.
- The run puts the post-synthesis async set-or-reset flop share at 1.00.
- The run puts the count of synthesis-stage warnings from yosys at 2.
- The run puts the average footprint of a synthesized cell at 11.7 um^2.
- The commonest register cell is sky130_fd_sc_hd__dfrtp_1.
- Yosys reports the multiplexer fraction of the synthesized area as 0.230.
- The cell area that synthesis handed to floorplanning was 0.0512 mm^2.
- The run gives the number of library cell types mapped by synthesis as 59.

Route:
- Before antenna repair, the detailed router went through 10 iterations.
- Once detail routing completed, the nets flagged for antenna violations numbered 0.
- The run puts the vias per cell at 7.26.
- The run puts the number of DRC markers after the initial detailed-route iteration at 6,290.
- The run gives the uppermost layer routed as met5.
- The run puts the via total after detailed routing at 44,900.
- The run gives the post-route DRC violation count as 0.
- The script logs the mean routed wire length per placed instance as 42.0 um.
- The run gives the total length of routed wires as about 260 mm.
- Detailed routing placed a total of 103 mm of wire on met2.
- The run gives the total routed wire length on the met1 layer as about 90 mm.
- The run gives the met3 wire length as 45.2 mm.

Worst setup path:
- The worst register-to-register path begins at regs[31][11].
- For reference, the critical path cell chain is clkdlybuf4s50_1, nand2b_1, nor2_4, buf_4, a22oi_1, nand2_1, nor4_1, a21oi_1, clkdlybuf4s50_1.
- STA lists the endpoint of the worst register-to-register path as regs[31][11].
- By instance count, the cell type seen most on the critical path is sky130_fd_sc_hd__clkdlybuf4s50_1.
- Measured in cells, the most critical reg-to-reg path has a length of 1.
- The run puts the critical path data arrival time at 6030 ps.
- The timing report shows that the slowest cell on the worst path is sky130_fd_sc_hd__nor2_4.
- STA classifies the critical path startpoint as a primary input.
- The worst setup path is captured at an output port.
- The run puts the worst reg-to-reg setup slack at a little under 8000 ps.
- The run gives the worst path required time as between 6000 and 7000 ps.
- The run gives the maximum fanout encountered on the critical timing path as 14.
- The run puts the maximum single-stage delay on the critical path at 860 ps.
- The critical path is of the primary input to output port type.

STA:
- Setup slack on the critical path of the routed design comes to about 930 ps.
- The run gives the final critical-path required period as 7770 ps.
- The run gives the actual transition at the worst max-transition pin as about 1300 ps.
- The run gives the setup skew after layout as 0 ps.
- The most critical hold endpoint after final layout shows a slack of 525 ps.
- For reference, the final report shows the max-slew violation count at 0.
- The run puts the headroom to the max-slew limit at 0.116.
- After routing, the total negative slack on setup checks comes to 0 ps.
- The run gives the maximum frequency from static timing analysis as 129 MHz.
- The run gives the total of endpoints with negative setup slack in the final report as 0.
- The run puts the final hold violation count at 0.
- Setup repair after global routing left no endpoint under its margin.
- Of the available clock period, the critical path in the final layout requires 0.893.

Clock tree:
- The run puts the number of clock buffers inserted by TritonCTS at 112.
- The run gives the buffer depth of the longest clock path as 3.
- The run gives the number of instances resized during post-cts repair as 0.
- The run gives the count of H-tree levels built during CTS as 3.
- According to the CTS report, the clock sink count is 1,024.
- The run gives the count of hold buffers inserted by post-cts repair as 0.
- The run puts the insertion delay of the later-clocked pin in the worst-skew pair at 730 ps.
- Per the post-CTS timing run, clock transition at the registers of the reported paths is 70 ps.
- The run gives the post-CTS repair timing setup buffer count as 0.
- TritonCTS built the clock tree.
- The tree is rooted in a sky130_fd_sc_hd__clkbuf_16.

Global route:
- The run puts the first-pass GRT wire length at 358 mm.
- The via count of the first global-routing pass was 43,500.
- The run puts the initial antenna violation count at 16.
- Summed over all routing layers, the global router reports a total usage of 0.415.
- The run puts the pin count of the biggest net entering global routing at 122.
- The run puts the residual overflow from global routing at 0.

Placement:
- The run gives the count of port buffers added during placement as 113.
- The run gives the final estimated routing congestion in global placement as between 1 and 1.5.
- The run gives the number of placed instances, taps included as 5,954.
- The run gives the worst slack at placement as about 1300 ps.
- The run gives the post-detailed-placement cell area as ~0.055 mm^2.
- The run puts the detailed-placement wirelength estimate at around 160 mm.

Layout:
- The run gives the footprint of the multi-input gates as 0.0242 mm^2.
- The run gives the number of fill cells in the layout as between 10,000 and 15,000.
- The run gives the most common cell after layout, fill and taps aside as sky130_fd_sc_hd__dfrtp_1.
- The register with the most flip-flops in the layout has a little over 1,000 of them.
- The run puts the area of all placed cells without fillers at 0.0590 mm^2.
- Of the cells placed in the final design, the portion with a size suffix greater than 1 is 0.346.
- At the end of the flow the core is filled with cells to 0.467.
- By instance count after routing, the leading logic cell types are sky130_fd_sc_hd__dfrtp_1, sky130_fd_sc_hd__mux2_2, sky130_fd_sc_hd__a22oi_1, sky130_fd_sc_hd__nand2_1, sky130_fd_sc_hd__buf_4.
- The final report lists a non-filler cell total of 6,178.
- The run gives the area taken by flip-flops and latches as roughly 0.026 mm^2.
- The run puts the layout overhead on the synthesized area at 15.1%.

Die:
- The run puts the width of the chip at 360 um.
- The run puts the total core area at 0.126 mm^2.
- The overall die size recorded for this design is 0.130 mm^2.
- 114 I/O pins were placed.
- The run puts the floorplan row count at 130.
- The run puts the starting density of the core at 0.405.
- In this run the vertical extent of the chip is around 360 um.

Run:
- The run gives the stage-log warning count as 39.
- The number of maximum-capacitance violations recorded for the run is 0.

Hold path:
- The worst hold path begins at regs[20][31].
- STA shows the worst min-delay path finishing at regs[20][31].
- The run gives the type of the worst min-delay path as flop to flop.
- The run puts the cell depth of the worst hold path at 1.

Outcome:
- The run finished with clean final reports.
-- power breakdown --
group	switching [mW]	internal [mW]
sequential	0.943	5.69
clock	2.12	2.95
combinational	0.886	1.00
-- critical path, delay by kind of cell --
kind	cells	cell delay [ps]
simple gates	4	1540
compound gates	2	830
buf+inv	3	1890
-- cell usage after synthesis, types with 19 or more instances --
master / number / area share
sky130_fd_sc_hd__dfrtp_1: 1024 / 0.50
sky130_fd_sc_hd__mux2_2: 1019 / 0.22
sky130_fd_sc_hd__a22oi_1: 800 / 0.12
sky130_fd_sc_hd__nand2_1: 263 / 0.019
sky130_fd_sc_hd__buf_2: 187 / 0.018
sky130_fd_sc_hd__nor2_1: 169 / 0.012
sky130_fd_sc_hd__clkbuf_1: 159 / 0.012
sky130_fd_sc_hd__nand4_1: 100 / 0.012
sky130_fd_sc_hd__a21oi_1: 87 / 0.0085
sky130_fd_sc_hd__nand3_1: 67 / 0.0065
sky130_fd_sc_hd__nor3_1: 53 / 0.0052
sky130_fd_sc_hd__buf_1: 50 / 0.0037
sky130_fd_sc_hd__nor4_1: 45 / 0.0055
sky130_fd_sc_hd__a22o_1: 38 / 0.0065
sky130_fd_sc_hd__buf_4: 27 / 0.0040
sky130_fd_sc_hd__a222oi_1: 26 / 0.0051
sky130_fd_sc_hd__a221oi_1: 25 / 0.0043
sky130_fd_sc_hd__o21ai_0: 20 / 0.0020
sky130_fd_sc_hd__mux2i_1: 19 / 0.0037
-- per-layer routing --
layer / up-vias / track usage
met5: - / 0.00851
met4: 24 / 0.229
met3: 1364 / 0.266
met2: 4104 / 0.545
met1: 22500 / 0.522
li1: 16900 / -
-- final cells by class --
| cell class | count | share of cell area |
|---|---|---|
| Multi-Input combinational cell | 2921 | 0.410 |
| Timing Repair Buffer | 355 | 0.0535 |
| Inverter | 4 | 0.000318 |
| Clock buffer | 151 | 0.0538 |
| Clock inverter | 56 | 0.0120 |
| Sequential cell | 1024 | 0.434 |
| Tap cell | 1650 | 0.0350 |
| Antenna cell | 17 | 0.000721 |
-- cell families after synthesis --
group	Yosys count
multiplexers	1047
AND-OR/OR-AND	1060
flip-flops	1024
buffers and inverters	431
AND/OR/NAND/NOR	814
-- how the worst max path moves through the flow --
stage	start	endpoint	slack, ps	depth (start not counted)
CTS	Rt[4]	RtData[30]	1260	9
global route	Rt[4]	RtData[30]	1030	9
finish	Rt[4]	RtData[30]	930	9
Power and IR drop assume default switching activity.
